===== flow/config.mk =====
export PLATFORM = sky130hd
export DESIGN_NAME = jc
export DESIGN_NICKNAME = jc
export VERILOG_FILES = /design/flow/design.v
export SDC_FILE = /design/flow/constraint.sdc
export NUM_CORES = 4
export LEC_CHECK = 1
export CORE_AREA = 10 10 70 70
export DIE_AREA = 0 0 80 80

===== flow/design.v =====
`timescale 1ns / 1ps
module jc(input clk, rst, output wire a0,a1,a2,a3,a4, output wire a5,a6,a7,a8,a9);
reg A,A0,A1,A2,A3,A4;
always@(posedge clk,posedge rst)
    begin
    if(rst)
        begin
        A0=0;
        A1=0;
        A2=0;
        A3=0;
        A4=0;
        end
    else
        begin
        A=A4;
        A4=A3;
        A3=A2;
        A2=A1;
        A1=A0;
        A0=~A;
        end
    end
assign a0=(~A0)&(~A1)&(~A2)&(~A3)&(~A4);
assign a1=A0&(~A1)&(~A2)&(~A3)&(~A4);
assign a2=A0&A1&(~A2)&(~A3)&(~A4);
assign a3=A0&A1&A2&(~A3)&(~A4);
assign a4=A0&A1&A2&A3&(~A4);
assign a5=A0&A1&A2&A3&A4;
assign a6=(~A0)&A1&A2&A3&A4;
assign a7=(~A0)&(~A1)&A2&A3&A4;
assign a8=(~A0)&(~A1)&(~A2)&A3&A4;
assign a9=(~A0)&(~A1)&(~A2)&(~A3)&A4;
endmodule

===== flow/run.sh =====
#!/bin/bash
# OpenROAD 26Q1-2900-gdf79404cd8, Yosys 0.63+post, stock flow scripts
make -C /OpenROAD-flow-scripts/flow DESIGN_CONFIG=/design/flow/config.mk WORK_HOME=/design/flow/orfs finish

===== flow/constraint.sdc =====
current_design jc

set clk_period 1.5
set clk_io_pct 0.2

create_clock -name clk0 -period $clk_period [get_ports {clk}]

set non_clock_inputs [all_inputs -no_clocks]
set_input_delay [expr $clk_period * $clk_io_pct] -clock clk0 $non_clock_inputs
set_output_delay [expr $clk_period * $clk_io_pct] -clock clk0 [all_outputs]

==> run notes <==
Implementation numbers.

- In this run the remaining antenna-violating nets after routing total 0.
- The number of maximum-capacitance constraint violations is 0.
- The flow measured a signed area growth from synthesis to layout of 149%.
- Once detailed placement completed, the half-perimeter wirelength came to 551 um.
- The final weighted congestion in routability-driven placement is 0.769.
- The share of the Yosys chip area taken by registers is 54.6%.
- The count of port buffers added during placement is 11.
- Across all checked pins, the minimum headroom to the slew limit is 87.6%.
- Summing every instance area after synthesis gives 229 um^2.
- Per the GRT congestion report, total overflow comes to 0.
- The final routed wire length divided by cell count is 8.43 um.
- The number of standard cells in the final layout excluding fillers is 101.
- Power spread over the standard cell area amounts to 513 nW/um^2.
- The maximum clock frequency is 580 MHz.
- Dividing the final minimum period by the clock period gives 115%.
- The OpenROAD report gives the critical path a required time of 1200 ps.
- The number of instances in the synthesized netlist is 26.
- The max-slew violation count is 0.
- The master cell of the clock root buffer is sky130_fd_sc_hd__clkbuf_4.
- The final setup slack of the worst path is -226 ps.
- The floorplan step records an initial core utilization of 6.70%.
- After synthesis, the netlist uses 12 different library cells.
- Per the layout report, the design carries 382 filler cells.
- The number of global-route vias before repair was 283.
- The worst-case vdd ir drop is 0.000146 V.
- In this run the worst path has a maximum fanout of 3.
- According to the timing report, the arrival time at the worst endpoint equals 1430 ps.
- The post-route clock skew is 2.24 ps.
- The total number of vias is 285.
- The number of DRC violations after detailed routing is 0.
- For the finished layout, the period the worst path requires is 1730 ps.
- The stat command in Yosys gives a chip area of 229 um^2.
- The area of the die is 6400 um^2.
- The floorplan has 21 rows.
- Entering global routing, the biggest net connects 8 pins.
- The stage logs contain a warning count of 27.
- Measured along the y axis, the die boundary spans 80 um.
- The total global routing track utilization is 2.62%.
- Setup repair after global routing could not meet its margin everywhere.
- The clock tree has to reach 5 sinks.
- The final reports fail on setup timing.
- Yosys attributes the largest share of cell area to sky130_fd_sc_hd__dfrtp_1 (55%), sky130_fd_sc_hd__nor2_1 (11%), sky130_fd_sc_hd__inv_1 (4.9%), sky130_fd_sc_hd__nor3_1 (4.4%), sky130_fd_sc_hd__or3b_2 (3.8%).
- The wire length of the first global-routing pass is 1.34 mm.
- Per the detailed-route log, wirelength across all metal layers totals 851 um.
- The number of storage elements in the synthesis netlist is 5.
- The CTS tree is done.
- The biggest area consumer among synthesized cells is sky130_fd_sc_hd__dfrtp_1.
- Detailed-route iteration 0 reported a violation count of 2.
- Per the OpenROAD floorplan log, the width of the die is 80 um.
- The synth_stat.txt file lists the number of cells as 26.
- The top cell types in the final layout, fill and taps aside, are sky130_fd_sc_hd__buf_2 (7), sky130_fd_sc_hd__buf_4 (7), sky130_fd_sc_hd__buf_6 (7).
- Per the STA report, the cell with the highest stage delay on the worst path is sky130_fd_sc_hd__or4_4.
- The placed cell count is 89.
- The transition time at the pin with the least slew margin is 186 ps.
- Dividing the detail-routed via count by the number of cells gives 2.82.
- The final layout reports a setup TNS of -1290 ps.
- The warning tally printed by Yosys for this design is 1.
- The H-tree depth is 1.
- The startpoint type of the worst setup path is a flop.
- The layout summary lists the proportion of cells stronger than drive strength 1 as 63.6%.
- The delay contributed by the slowest stage of the critical path is 500 ps.
- The placeable core area is 3420 um^2.
- The number of buffers on the longest clock path is 2.
- The top-level I/O count is 12.
- The mean instance size in the synthesized netlist is 8.81 um^2.
- The post-CTS hold buffer count recorded in the log is 0.
- The top-area cell type share of the netlist area is 54.6%.
- The leakage power figure is 0.271 nW.
- The element type at the critical path end is a primary output.
- The later pin in the worst-skew pair is clocked with a latency of 240 ps.
- By startpoint and endpoint, the worst setup path is classified as flop to primary output.
- Per the detail_route report, inserted antenna diodes total 0.
- The clock-pin slew on the worst setup and hold paths is 40 ps.
- The cell sequence reported for the critical path is buf_6, or4_4, nor2_2, buf_2.
- The run finished, with violations left.
- The total setup violations reported at the end of the flow is 9.
- In the log, the iteration count for the first detailed-route pass is 2.
- Counting the buffers created by CTS gives 3.
- The kind of path behind the tightest hold check is input port to asynchronous set/reset pin.
- The number of antenna violations at the first check in global routing was 0.
- In the final report, the number of hold violations comes to 0.
## path summary, 6_finish.rpt
kind	to	slack, ps	cells past startpoint	from
hold reg to reg	A1$_DFF_PP0_	560	1	A0$_DFF_PP0_
setup reg to reg	A4$_DFF_PP0_	630	3	A3$_DFF_PP0_
max in group asynchronous	A0$_DFF_PP0_	1080	2	rst
setup / recovery	a0	-230	4	A1$_DFF_PP0_
min in group clk0	A1$_DFF_PP0_	560	1	A0$_DFF_PP0_
hold / removal	A4$_DFF_PP0_	250	2	rst
## final cells by class
cell class	count	area [um^2]	share of cell area, %
sequential	5	125	21.9
tap	46	57.6	10.1
clock buffer	4	26.3	4.61
multi-input combinational	18	151	26.5
inverter	3	11.3	1.97
timing repair buffer	25	199	34.9
## synthesized netlist by cell type (all sizes together)
master  n
nand3   1
inv     3
or3b    1
nand2b  1
nand2   2
nand3b  1
or4     1
nor3    2
dfrtp   5
nor2    7
nor4    1
or2b    1
## timing repair
action / CTS / global route
buffers inserted: 6 / 2
pin swaps: 11 / 8
gates resized: 37 / 9
setup endpoints to repair: 10 / 10
cloned: 0 / 0
## stage by stage
| stage | hold WS, ps | power, mW | utilization (%) | cell area [um^2] | worst slack [ps] |
|---|---|---|---|---|---|
| after CTS | 254 | 0.301 | 15.3 | 524 | -223 |
| after global placement | 489 | 0.143 | 12.9 | 442 | -287 |
| final | 255 | 0.293 | 16.7 | 571 | -226 |
| after global routing | 274 | 0.311 | 16.7 | 571 | -300 |
| after floorplan | 78.5 | 0.140 | - | 229 | 220 |
| after detailed placement | 495 | 0.143 | 12.9 | 442 | -273 |
## critical path: cells and delay by family (launching register included)
kind,cells,cell delay [ps]
and+or+nand+nor,2,590
DFF,1,380
buffers and inverters,2,210
## routing by layer
layer,global-route usage [%],wire (um),up-vias
li1,-,-,143
met1,3.28,363,127
met2,2.73,296,15
met3,3.18,191,0
met4,0.352,0,0
met5,0,0,-
## registers in the layout, indices dropped and copies added, names as in the netlist
register  cells
A0            1
A1            1
A2            1
A3            1
A4            1
## power breakdown
part | total (mW) | internal (mW) | switching [mW] | leakage, nW
registers | 0.135 | 0.135 | 0 | 0.0600
clock network | 0.152 | 0.100 | 0.0518 | 0.0150
logic | 0.00508 | 0.00243 | 0.00265 | 0.196
total | 0.293 | 0.238 | 0.0544 | 0.271
## cell families after synthesis
group / count (synthesis) / synth area share [%]
buffers and inverters: 3 / 4.92
AND/OR/NAND/NOR: 18 / 40.4
flip-flops: 5 / 54.6
No activity file was given, so power comes from the tool's default toggle rates.
